==> flow/design.v <==
module solveMatrix_datapath(
		input [3:0] dimension,
		input clk,
		input data_reset, go_update_row, find_leading_number, read_double_entries, write_double_entries,
		input go_fetch_denominator, go_input_divider, choose_multiply_row, go_fetch_multiplier, go_input_multiplier,
		output reg triangular_reached, row_updated, leading_number_found, double_entries_read, double_entries_wrote, rows_swapped,
		output reg denominator_fetched, division_done, multiply_row_chosen, multiplier_fetched, multiplication_done, type_III_elimination_done, 
		output reg row_normalized,
		input [31:0] matrix_out_a, matrix_out_b,
		output reg [11:0] matrix_addr_a, matrix_addr_b,
		output reg [31:0] matrix_data_a, matrix_data_b,
		output reg matrix_wren_a, matrix_wren_b,
		output reg [31:0] divider_a, divider_b, multiplier_a, multiplier_b, subtractor_a, subtractor_b,
		input [31:0] divider_r, multiplier_r, subtractor_r,
		output reg [4:0] divider_cd, multiplier_cd, subtractor_cd
	);
	reg ram_ready;
	reg [3:0] current_row;
	reg [3:0] row_counter, col_counter;
	wire [3:0] numColumns, numRows;
	assign numRows = dimension;
	assign numColumns = dimension + 1;
	always @(posedge clk) begin
		if (data_reset) begin
			matrix_addr_a = 0;
			matrix_addr_b = 0;
			matrix_data_a = 0;
			matrix_data_b = 0;
			matrix_wren_a = 0;
			matrix_wren_b = 0;
			current_row = 4'b1111;
			row_counter = 0;
			col_counter = 0;
			triangular_reached = 0;
			row_updated = 0;
			leading_number_found = 0;
			double_entries_read = 0;
			double_entries_wrote = 0;
			rows_swapped = 0;
			denominator_fetched = 0;
			division_done = 0;
			multiply_row_chosen = 0;
			multiplier_fetched = 0;
			multiplication_done = 0;
			type_III_elimination_done = 0;
			ram_ready <= 0;
			divider_cd = 0;
		end
		if (~triangular_reached & ~row_updated & go_update_row) begin
			type_III_elimination_done = 0;
			current_row = current_row + 1;
			if (current_row == dimension) begin
				triangular_reached = 1;
			end 
			else begin
				row_counter = current_row;
				matrix_wren_a = 0;
				matrix_addr_a = row_counter * numColumns + current_row;  
				ram_ready <= 0;
				row_updated = 1;
			end
		end
		if (~leading_number_found & find_leading_number) begin
			row_updated = 0;
			ram_ready <= 1;
			if (ram_ready) begin
				if (matrix_out_a) begin	
					if (row_counter == current_row) begin
						rows_swapped = 1;
						matrix_addr_b = current_row * numColumns + current_row;  
						matrix_wren_b = 0;
						ram_ready <= 0;
					end
					else begin
						col_counter = 4'b1111;
						matrix_addr_a = (row_counter - 1) * numColumns + current_row - 1;   
						matrix_addr_b = current_row * numColumns + current_row - 1;   
						matrix_wren_a = 0;
						matrix_wren_b = 0;
						matrix_data_a = 0;
						matrix_data_b = 0;
						leading_number_found = 1;
					end
				end 
				else begin
					row_counter = row_counter + 1;
					matrix_addr_a = matrix_addr_a + numColumns;  
				end
			end
		end
		if (~rows_swapped & ~double_entries_read & read_double_entries) begin
			leading_number_found = 0;
			ram_ready <= 0;
			double_entries_wrote = 0;
			matrix_wren_a = 0;
			matrix_wren_b = 0;
			col_counter = col_counter + 1;
			if (col_counter + current_row == numColumns) begin
				rows_swapped = 1;
				matrix_addr_b = current_row * numColumns + current_row;  
				matrix_wren_b = 0;
				ram_ready <= 0;
			end
			else begin
				matrix_addr_a = matrix_addr_a + 1;
				matrix_addr_b = matrix_addr_b + 1;
				double_entries_read = 1;
			end
		end
		if (~double_entries_wrote & write_double_entries) begin
			double_entries_read = 0;
			matrix_data_b = matrix_out_a;
			matrix_data_a = matrix_out_b;
			matrix_wren_a = 1;
			matrix_wren_b = 1;
			double_entries_wrote = 1;
		end
		if (~denominator_fetched & go_fetch_denominator) begin
			rows_swapped = 0;
			ram_ready <= 1;
			if (ram_ready) begin
				denominator_fetched = 1;
				divider_b = matrix_out_b;
				matrix_addr_a = current_row * numColumns + current_row;
				matrix_wren_a = 0;
				col_counter = current_row - 1;
				ram_ready <= 0;
				divider_cd = 16;
			end
		end
		if (~division_done & go_input_divider) begin
			denominator_fetched = 0;
			ram_ready <= 1;
			matrix_addr_a = matrix_addr_a + 1;
			if (ram_ready) begin
				divider_a = matrix_out_a;
			end
			if (divider_cd) begin
				divider_cd = divider_cd - 1;
			end
			else begin
				col_counter = col_counter + 1;
				matrix_addr_b = current_row * numColumns + col_counter;
				matrix_data_b = divider_r;
				matrix_wren_b	= 1;
				if (col_counter == numColumns) begin
					division_done = 1;
					matrix_wren_b = 0;
					ram_ready <= 0;
					row_counter = 4'b1111;
				end
			end
		end
		if (~type_III_elimination_done & ~multiply_row_chosen & choose_multiply_row) begin
			division_done = 0;
			multiplication_done = 0;
			row_counter = row_counter + 1;
			if (row_counter == current_row)
				row_counter = row_counter + 1;
			if (row_counter == dimension) begin
				type_III_elimination_done = 1;
			end
			else begin
				multiply_row_chosen = 1;
				matrix_addr_b = row_counter * numColumns + current_row; 
				matrix_wren_b = 0;
				ram_ready <= 0;
			end
		end
		if (~multiplier_fetched & go_fetch_multiplier) begin
			multiply_row_chosen = 0;
			ram_ready <= 1;
			if (ram_ready) begin
				multiplier_fetched = 1;
				multiplier_b = matrix_out_b;  
				matrix_addr_a = current_row * numColumns;
				matrix_wren_a = 0;
				col_counter = 4'b1111;
				matrix_addr_b = row_counter * numColumns;
				matrix_wren_b = 0;
				ram_ready <= 0;
				multiplier_cd = 12;
				subtractor_cd = 16;
			end
		end
		if (~multiplication_done & go_input_multiplier) begin
			multiplier_fetched = 0;
			ram_ready <= 1;
			if (ram_ready) begin
				multiplier_a = matrix_out_a;
			end
			if (multiplier_cd) begin
				multiplier_cd = multiplier_cd - 1;
				matrix_addr_a = matrix_addr_a + 1;
			end
			else begin
				matrix_addr_b = matrix_addr_b + 1;
				subtractor_a = matrix_out_b;
				subtractor_b = multiplier_r;
				if (subtractor_cd) begin
					subtractor_cd = subtractor_cd - 1;
					matrix_addr_a = row_counter * numColumns - 1;
					matrix_wren_a = 0;
					col_counter = 4'b1111;
				end
				else begin
					matrix_addr_a = matrix_addr_a + 1;
					matrix_data_a = subtractor_r;
					matrix_wren_a = 1;
					col_counter = col_counter + 1;
					if (col_counter == numColumns) begin
						multiplication_done = 1;
						matrix_wren_a = 0;
						ram_ready <= 0;
					end
				end
			end
		end
	end
endmodule
==> flow/run.sh <==
#!/bin/bash
# OpenROAD 26Q1-2900-gdf79404cd8, Yosys 0.63+post, stock flow scripts
make -C /OpenROAD-flow-scripts/flow DESIGN_CONFIG=/design/flow/config.mk WORK_HOME=/design/flow/orfs finish
==> flow/config.mk <==
export PLATFORM = sky130hd
export DESIGN_NAME = solveMatrix_datapath
export DESIGN_NICKNAME = solveMatrix_datapath
export VERILOG_FILES = /design/flow/design.v
export SDC_FILE = /design/flow/constraint.sdc
export NUM_CORES = 4
export LEC_CHECK = 1
export CORE_UTILIZATION = 30
==> flow/constraint.sdc <==
current_design solveMatrix_datapath

set clk_period 20.8
set clk_io_pct 0.2

create_clock -name clk0 -period $clk_period [get_ports {clk}]

set non_clock_inputs [all_inputs -no_clocks]
set_input_delay [expr $clk_period * $clk_io_pct] -clock clk0 $non_clock_inputs
set_output_delay [expr $clk_period * $clk_io_pct] -clock clk0 [all_outputs]
==> run summary <==
yosys + openroad results -> P&R area growth vs syn=34.89%, # hold bufs at CTS=0, CTS sink count=322, postcts setup bufs=0, worst r2r src=current_row[0], DR WL/cell=23.45 um, DRT Pass-1 Iters=5, Post-Syn Area per Cell=9.810 sq um, Synth top cells by count=nor2_1 (232), edfxtp_1 (192), inv_1 (157), CP max FO=39, maximum VDD drop=0.1154 mV, Reg clk slew, reported paths=60 ps, initial antenna violation count=9, hold_sp=multiplier_cd[4], wire length of the first global-routing pass=119.3 mm, Cell Area, Synth=20460 sq um, CTS-repair resized insts=0, warning total across the stage logs=43, routed wl met2=39.34 mm, clock latency on the worst-skew pair=580 ps, Lkg Pwr=11.01 nW, Port-buffer cells=483, Max-cap violations=0, Period minus WS final=16100 ps, DR vias=17990, Rows=95, EDFF count, synth=192, post-route ant nets=0, Syn Inst Count=2086, HPWL Detailed=63.06 mm, wire length on met3=6.263 mm, crit end category=register, Fmax=0.06209 GHz, Cell area leaders=edfxtp_1 (28%), dfxtp_1 (13%), ha_1 (9.3%), Yosys top cell by area=edfxtp_1, hold crit path type=register to register, PwrDens=142.6 nW/um^2, I/O pin count=485, CTS tree=yes, count of different cell masters after synthesis=111, Arrival @ worst endpoint=16560 ps, post-layout util=0.4103, Tot GR Track Use=0.2406, largest net degree at the start of global routing=66, most common cell in the netlist=nor2_1, outcome=finished clean, DRC=0, root buffer cell=clkbuf_16, Via-to-Cell Ratio=5.196, CTS buffer count=38, die width=263.2 um, core region area=67280 sq um, Hold Vio Cnt, Final=0, detailed router's first-iteration violation count=1387, FF+latch count, synth=322, slew margin rel.=0.4118, RSZ-0062 raised after global routing=false, share of post-route cells with drive strength above 1=0.07201, critical path type=input port to register, Max Transition Viols Final=0, vias in the first global route=17680, Routability Congestion=0.9945, clock skew=36.77 ps, global route overflow=0, post-synthesis cell count from yosys=2086, Yosys warnings=2, top routing layer in use=met5, worst-case clock buffer depth=3, CTS H-tree depth=2, ys async rst share=0, routed length on met1=33.47 mm, sequential area share after synthesis=0.4089, period utilisation layout=0.7743, Setup TNS=0 ps, yosys stat area=20460 sq um, Top-area cell share=0.2817, slew at the pin with the worst max-slew slack=870.1 ps, Commonest flop=edfxtp_1, die y size=263.2 um, WL final=81.19 mm, die footprint=69260 sq um, # setup viols final=0, Setup crit start kind=input port, worst endpoint required time=21260 ps, fp util=0.3042, CP max stage delay=520 ps, critical path's slowest cell=fa_1, Worst setup startpoint=data_reset
[state kept, by name, summed over array words and instances, names as in the netlist, 4 cells and up]
register       flops
divider_a         32
multiplier_a      32
subtractor_a      32
matrix_addr_b     12
row_counter        4
multiplier_cd      5
matrix_addr_a     12
subtractor_b      32
current_row        4
divider_b         32
multiplier_b      32
divider_cd         5
subtractor_cd      5
matrix_data_b     32
matrix_data_a     32
col_counter        4
[where the power goes]
group          total [mW]  internal (mW)  switching [mW]
logic                2.42           1.04            1.38
registers           0.839          0.772          0.0669
clock network       0.674          0.383           0.291
total                3.94           2.20            1.74
[routing by layer]
layer  up-vias  global-route usage
met5         -                   0
li1       8448                   -
met1      8687              0.3288
met3       109             0.05790
met2       742              0.3944
met4         2             0.05753
[critical path, delay by kind of cell]
family	cells	cell delay, ps
AOI/OAI and AO/OA	14	3580
adders and majority gates	8	3220
and+or+nand+nor	12	2600
xor gates and xnor gates	4	1480
buffers and inverters	7	870
muxes	2	610
[through the flow]
step	worst slack (ps)	area (sq um)	std cells	hold WS (ps)	total power [mW]
after floorplan	5437	20460	2086	406.8	2.497
after global placement	4555	26330	3386	431.7	3.261
after detailed placement	4257	26330	3386	446.2	3.256
after CTS	4854	27590	3456	455.3	3.954
after global routing	3671	27600	3461	491.9	4.274
final	4695	27600	3462	456.9	3.936
[cell type report]
type	count	area, sq um
clock inverter	19	177.7
antenna	6	15.01
clock buffer	51	1081
multi-input combinational	1501	11110
tap	873	1092
timing repair buffer	524	5137
inverter	166	623.1
sequential	322	8368
fill	6329	39670
[logic make-up after synthesis]
| family | count (synthesis) | share of synthesized area |
|---|---|---|
| and+or+nand+nor | 637 | 0.1504 |
| AOI/OAI and AO/OA | 496 | 0.1684 |
| DFF | 322 | 0.4089 |
| buffers and inverters | 263 | 0.05013 |
| adders and majority gates | 211 | 0.1506 |
| xor gates and xnor gates | 122 | 0.05350 |
| muxes | 34 | 0.01779 |
| other | 1 | 0.0001832 |
[path summary, 6_finish.rpt]
check                           end  slack, ps  cells past startpoint
setup reg to reg  matrix_addr_b[11]       8370                     45
hold / removal     multiplier_cd[4]        460                      2
hold reg to reg    multiplier_cd[4]        460                      2
setup / recovery  matrix_addr_b[11]       4700                     47
[cell usage in the layout, fill, tap and decap left out, drive strengths merged, types with 8 or more instances in the layout]
| cell type | instances |
|---|---|
| a211oi | 14 |
| a21o | 32 |
| a21oi | 136 |
| a221oi | 43 |
| a22oi | 47 |
| a31oi | 21 |
| and2 | 21 |
| and3 | 27 |
| buf | 42 |
| clkbuf | 51 |
| clkdlybuf4s50 | 482 |
| clkinv | 18 |
| dfxtp | 130 |
| edfxtp | 192 |
| fa | 59 |
| ha | 152 |
| inv | 165 |
| mux2 | 13 |
| mux2i | 21 |
| nand2 | 158 |
| nand2b | 13 |
| nand3 | 55 |
| nand4 | 18 |
| nor2 | 235 |
| nor2b | 20 |
| nor3 | 17 |
| nor3b | 9 |
| nor4 | 18 |
| o21a | 9 |
| o21ai | 78 |
| o21bai | 11 |
| o221ai | 8 |
| o22ai | 13 |
| o31ai | 16 |
| or2 | 12 |
| or3 | 9 |
| xnor2 | 90 |
| xor2 | 32 |
Power and IR drop assume default switching activity.

$ cat design/flow/design.v
module generateEquations_datapath(
		input clk,
		input go_reset_data, go_initialize_matrix, go_choose_node, go_check_node_status, go_check_element_type, go_voltage, go_current, go_resistor,
		input go_get_self_data, go_get_other_data, go_compute_1, go_compute_2, go_compute_3, go_compute_4, go_get_next_element,
		output reg data_reset_done, matrix_initialized, loop_done, node_chosen, status_checked, node_valid, type_checked, self_data_got, other_data_got,
		output reg is_voltage, is_current, is_resistor, voltage_done, current_done, resistor_done,
		output reg compute_1_done, compute_2_done, compute_3_done, compute_4_done, next_element_got, end_of_list,
		output reg [4:0] nodeHeads_addr,
		output nodeHeads_wren,
		input [63:0] nodeHeads_out,
		output [4:0] nodeToElement_addr,
		output nodeToElement_wren,
		input [63:0] nodeToElement_out,
		output reg [11:0] matrix_addr_a, matrix_addr_b, 
		output reg [31:0] matrix_data_a, matrix_data_b,
		output reg matrix_wren_a, matrix_wren_b,
		input [31:0] matrix_out_a, matrix_out_b,
		output reg [31:0] adder_data_a,
		output reg [31:0] adder_data_b,
		input [31:0] adder_out,
		output reg [31:0] subtractor_data_a,
		output reg [31:0] subtractor_data_b,
		input [31:0] subtractor_out,
		output reg [31:0] multiplier_data_a,
		output [31:0] multiplier_data_b,
		input [31:0] multiplier_out,
		input [4:0] numElements,
		input [4:0] numNodes,
		input [4:0] ground_node,
		input [4:0] numRefNodes
	);
	assign nodeHeads_wren = 0;
	assign nodeToElement_wren = 0;
	wire [4:0] numColumns, numRows;
	assign numColumns = numRefNodes + 1;
	assign numRows = numRefNodes;
	reg [4:0] x_counter, y_counter;
	reg [11:0] pos_counter;
	reg [3:0] add_sub_cd;
	reg [3:0] multiply_cd;
	reg [4:0] curr_search_addr;
	assign nodeToElement_addr = curr_search_addr;	
	wire [4:0] next_search_addr;
	assign next_search_addr = nodeToElement_out[62:58];
	wire [1:0] element_type;
	assign element_type = nodeToElement_out[33:32];
	wire [31:0] element_value;
	assign element_value = nodeToElement_out[31:0];
	assign multiplier_data_b = element_value;
	wire [31:0] volt_diff;
	assign volt_diff = nodeHeads_out[31:0];
	reg [31:0] self_volt_diff, other_volt_diff;
	wire [4:0] eqn_index;
	assign eqn_index = nodeHeads_out[41:37];
	reg [4:0] self_eqn_index, other_eqn_index;
	reg [31:0] self_curr_offset, other_curr_offset;
	reg ram_delay;
	always @(posedge clk) begin: datapath
		if (go_reset_data) begin
			matrix_initialized = 0;
			node_chosen = 0;
			loop_done = 0;
			status_checked = 0;
			node_valid = 0;
			type_checked = 0;
			self_data_got = 0;
			other_data_got = 0;
			compute_1_done = 0;
			compute_2_done = 0;
			compute_3_done = 0;
			compute_4_done = 0;
			next_element_got = 0;
			end_of_list = 0;
			is_voltage = 0;
			is_current = 0;
			is_resistor = 0;
			voltage_done = 0;
			current_done = 0;
			resistor_done = 0;
			curr_search_addr = 0;
			self_volt_diff = 0;
			other_volt_diff = 0;
			self_eqn_index = 0;
			other_eqn_index = 0;
			self_curr_offset = 0;
			other_curr_offset = 0;
			nodeHeads_addr = 0;
			matrix_addr_a = 0;
			matrix_addr_b = 0;
			matrix_data_a = 0;
			matrix_data_b = 0;
			matrix_wren_a = 0;
			matrix_wren_b = 0;
			x_counter = 0;
			y_counter = 0;
			pos_counter = 0;
			add_sub_cd = 0;
			multiply_cd = 0;
			ram_delay <= 0;
			data_reset_done = 1;
		end
		else begin
			data_reset_done = 0;
		end
		if (~matrix_initialized & go_initialize_matrix) begin
			matrix_addr_a = pos_counter;
			matrix_data_a = pos_counter ? 0 : 32'b00111111100000000000000000000000;
			matrix_wren_a = 1;
			if (x_counter == numColumns) begin
				x_counter = 0;
				y_counter = y_counter + 1;
			end
			if (y_counter == numRows) begin
				y_counter = 0;
				matrix_wren_a = 0;
				matrix_initialized = 1;
			end
			pos_counter = pos_counter + 1;
			x_counter = x_counter + 1;
		end
		if (~loop_done & ~node_chosen & go_choose_node) begin
			matrix_initialized = 0;
			x_counter = 0;
			y_counter = 0;
			pos_counter = 0;
			status_checked = 0;
			end_of_list = 0;
			nodeHeads_addr = nodeHeads_addr + 1;
			node_chosen = 1;
			if (!nodeHeads_addr) begin
				loop_done = 1;
			end
		end
		if (~status_checked & go_check_node_status) begin
			node_chosen = 0;
			ram_delay <= ram_delay + 1;
			if (&ram_delay) begin
				node_valid = nodeHeads_out[63] & (|eqn_index);  
				curr_search_addr = nodeHeads_out[46:42];
				status_checked = 1;
				ram_delay <= 0;
			end
		end
		if (~type_checked & go_check_element_type) begin
			status_checked = 0;
			next_element_got = 0;
			ram_delay <= ram_delay + 1;
			if (&ram_delay) begin
				if (element_type == 2'b00) begin
					is_voltage = 1;
				end
				else if (element_type == 2'b01) begin
					is_current = 1;
					matrix_addr_a = numColumns * (eqn_index + 1) - 1;  
					matrix_wren_a = 0;
				end
				else if (element_type == 2'b10) begin
					is_resistor = 1;
				end
				type_checked = 1;
				ram_delay <= 0;
			end
		end
		if (~voltage_done & go_voltage) begin
			type_checked = 0;
			is_voltage = 0;
			voltage_done = 1;
		end
		if (~current_done & go_current) begin
			type_checked = 0;
			is_current = 0;
			ram_delay <= ram_delay + 1;
			if (&ram_delay) begin
				adder_data_a = matrix_out_a;
				adder_data_b = element_value;
				subtractor_data_a = matrix_out_a;
				subtractor_data_b = element_value;
				add_sub_cd = add_sub_cd + 1;
				if (!add_sub_cd) begin
					matrix_data_a = nodeToElement_out[44] ? adder_out : subtractor_out;
					matrix_wren_a = 1;
					current_done = 1;
					ram_delay <= 0;
				end
			end
		end
		if (~self_data_got & go_get_self_data) begin
			type_checked = 0;
			is_resistor = 0;
			self_volt_diff = volt_diff;
			self_eqn_index = eqn_index;
			matrix_addr_a = self_eqn_index * (numColumns + 1);  
			matrix_wren_a = 0;
			nodeHeads_addr = nodeToElement_out[43:39];
			self_data_got = 1;
		end
		if (~other_data_got & go_get_other_data) begin
			self_data_got = 0;
			ram_delay <= ram_delay + 1;
			if (&ram_delay) begin
				other_volt_diff = volt_diff;
				other_eqn_index = eqn_index;
				matrix_addr_b = self_eqn_index * numColumns + other_eqn_index;  
				matrix_wren_b = 0;
				nodeHeads_addr = nodeToElement_out[38:34];
				other_data_got = 1;
				ram_delay <= 0;
			end
		end
		if (~compute_1_done & go_compute_1) begin
			other_data_got = 0;
			ram_delay <= ram_delay + 1;
			multiplier_data_a = self_volt_diff;
			if (&ram_delay) begin
				adder_data_a = matrix_out_a;
				adder_data_b = element_value;
				subtractor_data_a = matrix_out_b;
				subtractor_data_b = element_value;
				add_sub_cd = add_sub_cd + 1;
				if (!add_sub_cd) begin
					self_curr_offset = multiplier_out;
					multiplier_data_a = other_volt_diff;
					if (matrix_addr_a != matrix_addr_b) begin
						matrix_data_a = adder_out;
						matrix_wren_a = 1;
						matrix_data_b = subtractor_out;
						matrix_wren_b = 1;
					end
					ram_delay <= 0;
					compute_1_done = 1;
				end
			end
		end
		if (~compute_2_done & go_compute_2) begin
			compute_1_done = 0;
			matrix_wren_a = 0;
			matrix_wren_b = 0;
			matrix_addr_a = numColumns * (self_eqn_index + 1) - 1;  
			multiply_cd = multiply_cd + 1;
			if (!multiply_cd) begin
				other_curr_offset = multiplier_out;
				compute_2_done = 1;
			end
		end
		if (~compute_3_done & go_compute_3) begin
			compute_2_done = 0;
			subtractor_data_a = matrix_out_a;
			subtractor_data_b = self_curr_offset;
			add_sub_cd = add_sub_cd + 1;
			if (!add_sub_cd) begin
				adder_data_a = subtractor_out;
				adder_data_b = other_curr_offset;
				compute_3_done = 1;
			end
		end
		if (~compute_4_done & go_compute_4) begin
			compute_3_done = 0;
			add_sub_cd = add_sub_cd + 1;
			if (!add_sub_cd) begin
				matrix_data_a = adder_out;
				matrix_wren_a = 1;
				compute_4_done = 1;
			end
		end
		if (~resistor_done & go_resistor) begin
			compute_4_done = 0;
			matrix_wren_a = 0;
			resistor_done = 1;
		end
		if (~end_of_list & ~next_element_got & go_get_next_element) begin
			voltage_done = 0;
			current_done = 0;
			resistor_done = 0;
			if (nodeToElement_out[63]) begin
				end_of_list = 1;
			end
			else begin
				curr_search_addr = next_search_addr;
				next_element_got = 1;
			end
		end
	end
endmodule
$ cat design/flow/run.sh
#!/bin/bash
# OpenROAD 26Q1-2900-gdf79404cd8, Yosys 0.63+post, stock flow scripts
make -C /OpenROAD-flow-scripts/flow DESIGN_CONFIG=/design/flow/config.mk WORK_HOME=/design/flow/orfs finish
$ cat design/flow/config.mk
export PLATFORM = sky130hd
export DESIGN_NAME = generateEquations_datapath
export DESIGN_NICKNAME = generateEquations_datapath
export VERILOG_FILES = /design/flow/design.v
export SDC_FILE = /design/flow/constraint.sdc
export NUM_CORES = 4
export LEC_CHECK = 1
export CORE_AREA = 10 10 413 413
export DIE_AREA = 0 0 423 423
$ cat design/flow/constraint.sdc
current_design generateEquations_datapath

set clk_period 33.2
set clk_io_pct 0.2

create_clock -name clk0 -period $clk_period [get_ports {clk}]

set non_clock_inputs [all_inputs -no_clocks]
set_input_delay [expr $clk_period * $clk_io_pct] -clock clk0 $non_clock_inputs
set_output_delay [expr $clk_period * $clk_io_pct] -clock clk0 [all_outputs]
==> results.yml <==
# generated from flow reports
synthesis:
  chip_area_in_the_yosys_report_um2: 23790
  synth-seq-area-share: 0.4019
  ff_type: "sky130_fd_sc_hd__dfxtp_1"
  synth.cell_area_um2: 23790
  synth.distinct_cells: 83
  synthesis.instances: 2743
  synth.ff_latch_count: 445
  postSynth.asyncResetShare: 0
  enable_flop_cells: 65
  syn_area_per_cell_um2: 8.671
  yosys_warnings: 1
  synth.yosys.num_cells: 2743
clock_network:
  clk_root_buffer_cell: "sky130_fd_sc_hd__clkbuf_16"
  clk_pin_slew_ps: 60
  cts_tree: "yes"
  post_cts_resize_count: 0
  clock_path_buffers: 3
  level_count_of_the_clock_h_tree: 2
  numCtsBuffers: 52
  holdBufCountCts: 0
  cts_setup_buffers: 0
  numClockSinks: 445
  worst_skew_pair.late_latency_ps: 650
critical_path:
  endpoint_type_of_the_worst_setup_path: "primary output"
  max_stage_delay_ps: 830
  crit_path_start_kind: "input port"
  crit_family: "buffers and inverters"
  cpMostUsedCell: "sky130_fd_sc_hd__clkdlybuf4s50_1"
  ws_path_type: "in2out"
  critical_path_depth: 2
  timing.critical_path.required_ps: 26560
  timing.critical_path.arrival_ps: 7950
  crit_path_top_delay_cell: "sky130_fd_sc_hd__clkdlybuf4s50_1"
  critPathMaxFanout: 2
  timing.reg2reg.worst_path_depth: 22
  critical_path_buf_inv_count: 2
  crit_chain: "clkdlybuf4s50_1 > clkdlybuf4s50_1"
power:
  switching_share: 0.3319
  static-leakage-power_nw: 12.99
  clockPowerShare: 0.297
  p_switching_w: 0.0006697
  vdd_ir_drop_max_mv: 0.04992
  power.sequential.fraction: 0.353
  intPower_w: 0.001348
  power_density_nw_per_um2: 59.96
  combPwrFrac: 0.350
  total_power_w: 0.002018
layout:
  finish.instance_area_um2: 33660
  final_core_util: 0.2091
  synthesis_to_layout_area_growth_pct: 41.50
  nFillCells: 17439
  drive_gt1_frac: 0.08106
die:
  die.size.y_um: 423
  pre_place_util: 0.1478
  placeableCoreArea_um2: 160900
  die_width_um: 423
  number_of_standard_cell_rows_in_the_floorplan: 147
  design.portCount: 639
  die-area_um2: 178900
hold_path:
  hold_path_depth: 2
  worstHoldPathType: "reg2reg"
job:
  warnings: 82
  maxCapViolCount: 0
routing:
  detailroute.via_count: 21751
  finalWirelength_um: 115800
  detail_route.vias_per_cell: 3.999
  ant_nets: 0
  avg_wl_per_cell_um: 21.30
  post_detailed_route_drc_marker_count: 0
  drt_pre_antenna_iters: 5
  drt_iter0_drc: 1347
placement:
  dp_hpwl_um: 90140
  port_buffers: 587
  place_area_um2: 31900
  gp_congestion: 0.9270
final_timing:
  finalClockSkew_ps: 39.99
  fin_hold_ws_ps: 465.8
  fin_setup_tns_ps: 0
  count_of_pins_over_their_slew_limit: 0
  timing.final.crit_share: 0.4393
  worst_pin_slew_ps: 885.2
  period_minus_slack_ps: 14590
  unrepaired_setup_endpoints_after_global_routing: "no"
  final_hold_violations: 0
  relative_slew_slack: 0.4093
  setup_viol: 0
  maxClockFrequency_ghz: 0.06856
run_status:
  status: "finished, final reports clean"
global_routing:
  globalRouteTotalUtil: 0.1261
  grt_residual_overflow: 0
  grt_antenna_before_repair: 41
  via_count_of_the_first_global_routing_pass: 21084
  first_pass_grt_wire_length_um: 160800
  grt_max_degree: 65
## metrics by stage
stage	std cells	worst slack (ps)
floorplan	2744	19820
global placement	5334	18560
detailed placement	5334	18560
CTS	5429	18560
global route	5438	18600
finish	5439	18610
## Yosys cell counts, drive strengths merged, types with 31 or more instances
library cell | n | share of area
clkbuf | 140 | 0.022
inv | 108 | 0.017
and2 | 34 | 0.0089
o22ai | 37 | 0.0097
ha | 103 | 0.054
a31oi | 36 | 0.0095
nor2 | 196 | 0.031
dfxtp | 380 | 0.32
buf | 69 | 0.018
nand3 | 133 | 0.028
o21a | 41 | 0.013
fa | 56 | 0.047
edfxtp | 65 | 0.082
nor2b | 65 | 0.017
nand2 | 496 | 0.078
xnor2 | 40 | 0.015
a22o | 35 | 0.013
o21ai | 173 | 0.037
mux2 | 100 | 0.047
xor2 | 31 | 0.011
a21boi | 35 | 0.011
a21oi | 92 | 0.019
## cells by family (layout without fill, tap and decap cells)
family	count (synthesis)	after routing	share of synthesized area
simple gates	1046	1046	0.1970
mux	118	118	0.05492
xor+xnor	74	74	0.02904
compound gates	582	582	0.1583
buf+inv	318	843	0.05739
fa+ha+maj	159	159	0.1013
flops	445	445	0.4019
other cells	1	12	0.0001577
## state kept, by name, indices dropped and copies added, names as in the netlist, 12 cells and up, named ones only
signal / count
adder_data_b: 32
matrix_data_b: 32
matrix_addr_a: 12
other_curr_offset: 32
matrix_addr_b: 12
adder_data_a: 32
matrix_data_a: 32
self_curr_offset: 32
subtractor_data_a: 32
self_volt_diff: 32
multiplier_data_a: 32
other_volt_diff: 32
pos_counter: 12
## cells in the final DEF, fill, tap and decap left out, drive strengths merged, types with 18 or more instances in the layout
master,instances
inv,112
o21a,41
mux2,100
dfxtp,380
clkbuf,65
a32oi,27
a31oi,36
o22ai,37
a21oi,92
xor2,31
o21ai,173
clkdlybuf4s50,586
edfxtp,65
fa,56
a21boi,35
nand3,133
a22o,35
clkinv,18
nor2b,65
mux2i,18
nor3,22
xnor2,40
nand2b,20
and2,34
ha,103
a21o,18
nand2,496
nor2,196
a22oi,18
buf,53
## worst paths after layout
kind / from / endpoint / slack, ps
max: nodeToElement_out[30] / multiplier_data_b[30] / 18610
min: matrix_wren_b / matrix_wren_b / 470
max reg2reg: self_data_got / matrix_data_b[19] / 25830
min reg2reg: matrix_wren_b / matrix_wren_b / 470
## layer usage
metal / track usage / routed length [um] / vias to the layer above
li1: - / - / 10448
met1: 0.1355 / 39880 / 10350
met2: 0.2184 / 58710 / 720
met3: 0.05399 / 11790 / 191
met4: 0.04744 / 5193 / 42
met5: 0 / 275 / -
## area by class of cell
class,count,area (um2),share of cell area
clock inverters,30,310.3,0.009219
well taps,2160,2703,0.08030
flip-flops and latches,445,9559,0.2840
inverters,109,414.1,0.01230
diodes,10,25.02,0.0007435
multi-input cells,1981,12960,0.3851
clock buffers,65,1421,0.04223
repair buffers,639,6264,0.1861
## power groups by stage
stage | Sequential, W | Clock, W | Combinational, W
CTS | 0.000713 | 0.000618 | 0.000720
global route | 0.000723 | 0.000638 | 0.000780
finish | 0.000712 | 0.000599 | 0.000706
## worst min-delay path, delay by kind of cell (launching register included)
family / cells / cell delay [ps]
AOI/OAI and AO/OA: 1 / 60
DFF: 1 / 310
and+or+nand+nor: 1 / 60
Power and IR drop assume default switching activity.

### /design/flow/design.v
module searchSuperNode_datapath(
		input clk,
		input go_reset_data, go_to_next_node, go_check_node_status, go_register_reference_node, go_check_element_type,
		input go_store_element_addr, go_update_voltage_difference, begin_search_new_node, go_to_next_element, go_backtrace_dfs, go_backtrace_curr_search_addr,
		output reg data_reset_done, loop_done, next_node_reached, node_checked, node_valid, reference_node_registered,
		output reg is_voltage, type_checked, current_element_addr_stored, voltage_difference_updated, new_node_search_began,
		output reg next_element_reached, end_of_list_reached, whole_dfs_done, backtrace_done, backtrace_curr_search_addr_done,
		output reg [4:0] nodeHeads_addr,
		output reg [63:0] nodeHeads_data,
		output reg nodeHeads_wren,
		input [63:0] nodeHeads_out,
		output [4:0] nodeToElement_addr,
		output reg [63:0] nodeToElement_data,
		output reg nodeToElement_wren,
		input [63:0] nodeToElement_out,
		output reg [4:0] refNodes_addr,
		output reg [4:0] refNodes_data,
		output reg refNodes_wren,
		input [4:0] refNodes_out,
		output reg [31:0] adder_data_a,
		output reg [31:0] adder_data_b,
		input [31:0] adder_out,
		output reg [31:0] subtractor_data_a,
		output reg [31:0] subtractor_data_b,
		input [31:0] subtractor_out,
		input [4:0] numElements,
		input [4:0] numNodes,
		input [4:0] ground_node,
		output [4:0] numRefNodes
	);
	assign numRefNodes = refNodes_addr + 1;
	reg [31:0] reference_set;
	reg [3:0] add_sub_cd;
	reg [4:0] nodeHeads_loop_index;
	reg [4:0] curr_search_addr;
	assign nodeToElement_addr = curr_search_addr;	
	wire [4:0] next_search_addr;
	assign next_search_addr = nodeToElement_out[62:58];
	wire [1:0] element_type;
	assign element_type = nodeToElement_out[33:32];
	reg ram_delay;
	reg [4:0] dfs_index;
	reg [4:0] dfs_addresses [0:4];
	reg [31:0] volt_diff [0:31];
	integer i;
	initial begin
		for (i = 0; i < 5; i = i + 1) begin
			dfs_addresses[i] = 0;
		end
		for (i = 0; i < 32; i = i + 1) begin
			volt_diff[i] = 0;
		end
	end
	always @(posedge clk) begin: datapath
		if (go_reset_data) begin
			loop_done = 0;
			next_node_reached = 0;
			node_checked = 0;
			node_valid = 0;
			reference_node_registered = 0;
			is_voltage = 0;
			type_checked = 0;
			current_element_addr_stored = 0;
			voltage_difference_updated = 0;
			new_node_search_began = 0;
			next_element_reached = 0;
			end_of_list_reached = 0;
			whole_dfs_done = 0;
			backtrace_done = 0;
			backtrace_curr_search_addr_done = 0;
			nodeHeads_addr = 0;
			nodeHeads_data = 0;
			nodeHeads_wren = 0;
			nodeToElement_data = 0;
			nodeToElement_wren = 0;
			refNodes_addr = 5'b11111;
			refNodes_data = 0;
			refNodes_wren = 0;
			reference_set = 0;
			dfs_index = 0;
			add_sub_cd = 0;
			nodeHeads_loop_index = ground_node;
			curr_search_addr = 0;
			ram_delay = 0;
			data_reset_done = 1;
		end
		else begin
			data_reset_done = 0;
		end
		if (~loop_done & ~next_node_reached & go_to_next_node) begin
			node_checked = 0;
			whole_dfs_done = 0;
			nodeHeads_addr = nodeHeads_loop_index;
			nodeHeads_wren = 0;
			next_node_reached = 1;
			nodeHeads_loop_index = nodeHeads_loop_index + 1;
			if (nodeHeads_loop_index == ground_node) begin
				loop_done = 1;
			end
		end
		if (~node_checked & go_check_node_status) begin
			next_node_reached = 0;
			ram_delay = ram_delay + 1;
			if (!ram_delay) begin
				node_valid = nodeHeads_out[63] & ~reference_set[nodeHeads_addr];
				node_checked = 1;
			end
		end
		if (~reference_node_registered & go_register_reference_node) begin
			node_checked = 0;
			refNodes_addr = refNodes_addr + 1;
			refNodes_data = nodeHeads_addr;
			refNodes_wren = 1;
			nodeHeads_data = nodeHeads_out;
			nodeHeads_data[41:37] = refNodes_addr;   
			nodeHeads_data[36:32] = nodeHeads_addr;  
			nodeHeads_data[31:0] = 0;  
			nodeHeads_wren = 1;
			dfs_index = 0;
			dfs_addresses[dfs_index] = nodeHeads_addr;
			volt_diff[nodeHeads_addr] = 0;
			reference_set[nodeHeads_addr] = 1;
			curr_search_addr = nodeHeads_out[46:42];   
			reference_node_registered = 1;
		end
		if (~type_checked & go_check_element_type) begin
			reference_node_registered = 0;
			new_node_search_began = 0;
			next_element_reached = 0;
			refNodes_wren = 0;
			nodeHeads_wren = 0;
			ram_delay = ram_delay + 1;
			if (!ram_delay) begin
				is_voltage = !element_type & ~reference_set[nodeToElement_out[43:39]];
				type_checked = 1;
			end
		end
		if (~current_element_addr_stored & go_store_element_addr) begin
			type_checked = 0;
			nodeHeads_data = nodeHeads_out;
			nodeHeads_data[51:47] = curr_search_addr;
			nodeHeads_wren = 1;
			current_element_addr_stored = 1;
		end
		if (~voltage_difference_updated & go_update_voltage_difference) begin
			current_element_addr_stored = 0;
			nodeHeads_addr = nodeToElement_out[43:39];   
			nodeHeads_wren = 0;
			adder_data_a = volt_diff[nodeToElement_out[38:34]];   
			adder_data_b = nodeToElement_out[31:0];  
			subtractor_data_a = volt_diff[nodeToElement_out[38:34]];
			subtractor_data_b = nodeToElement_out[31:0];
			volt_diff[nodeToElement_out[43:39]] = nodeToElement_out[44] ? subtractor_out : adder_out;
			add_sub_cd = add_sub_cd + 1;
			if (!add_sub_cd) begin
				nodeHeads_data = nodeHeads_out;
				nodeHeads_data[41:37] = refNodes_addr;   
				nodeHeads_data[36:32] = refNodes_out;    
				nodeHeads_data[31:0] = volt_diff[nodeToElement_out[43:39]];
				nodeHeads_wren = 1;
				reference_set[nodeHeads_addr] = 1;  
				dfs_index = dfs_index + 1;
				dfs_addresses[dfs_index] = nodeHeads_addr;
				voltage_difference_updated = 1;
			end
		end
		if (~new_node_search_began & begin_search_new_node) begin
			voltage_difference_updated = 0;
			nodeHeads_wren = 0;
			curr_search_addr = nodeHeads_out[46:42];
			new_node_search_began = 1;
		end
		if (~end_of_list_reached & ~next_element_reached & go_to_next_element) begin
			type_checked = 0;
			backtrace_curr_search_addr_done = 0;
			ram_delay = ram_delay + 1;
			if (!ram_delay) begin
				if (nodeToElement_out[63]) begin
					end_of_list_reached = 1;
				end
				else begin
					curr_search_addr = next_search_addr;
					next_element_reached = 1;
				end
			end
		end
		if (~whole_dfs_done & ~backtrace_done & go_backtrace_dfs) begin
			end_of_list_reached = 0;
			if (!dfs_index) begin
				whole_dfs_done = 1;
			end
			else begin
				dfs_index = dfs_index - 1;
				nodeHeads_addr = dfs_addresses[dfs_index];
				nodeHeads_wren = 0;
				backtrace_done = 1;
			end
		end
		if (~backtrace_curr_search_addr_done & go_backtrace_curr_search_addr) begin
			backtrace_done = 0;
			ram_delay = ram_delay + 1;
			if (!ram_delay) begin
				curr_search_addr = nodeHeads_out[51:47];
				backtrace_curr_search_addr_done = 1;
			end
		end
	end
endmodule
### /design/flow/run.sh
#!/bin/bash
# OpenROAD 26Q1-2900-gdf79404cd8, Yosys 0.63+post, stock flow scripts
make -C /OpenROAD-flow-scripts/flow DESIGN_CONFIG=/design/flow/config.mk WORK_HOME=/design/flow/orfs finish
### /design/flow/config.mk
export PLATFORM = sky130hd
export DESIGN_NAME = searchSuperNode_datapath
export DESIGN_NICKNAME = searchSuperNode_datapath
export VERILOG_FILES = /design/flow/design.v
export SDC_FILE = /design/flow/constraint.sdc
export NUM_CORES = 4
export LEC_CHECK = 1
export CORE_UTILIZATION = 30
### /design/flow/constraint.sdc
current_design searchSuperNode_datapath

set clk_period 14.0
set clk_io_pct 0.2

create_clock -name clk0 -period $clk_period [get_ports {clk}]

set non_clock_inputs [all_inputs -no_clocks]
set_input_delay [expr $clk_period * $clk_io_pct] -clock clk0 $non_clock_inputs
set_output_delay [expr $clk_period * $clk_io_pct] -clock clk0 [all_outputs]
==> summary.txt <==
Worst EP arrival - 10.17 ns
register share of total power - 44.5%
P_leak - 27.3 nW
worst-path cell chain - buf_4 > buf_4 > o21ba_2 > nor2_2 > buf_4 > o21ai_1 > and2_1 > ha_1 > nor3_2 > o211ai_1 > nor4_4 > buf_4 > nor3_2 > buf_4 > a221oi_1 > nand4_1 > a221oi_1 > nand4_1 > a2bb2oi_1
f_max - 0.104 GHz
Worst EP required - 14.52 ns
Die X-Extent - 452 um
Crit path largest cell delay - 0.76 ns
RSZ-0062 raised after global routing - no
PwrDens - 163 nW/um^2
largest net degree at the start of global routing - 73
Final Hold Violation Tally - 0
1st-iter DRT viols - 10100
placer congestion estimate - 1.22
Pre-antenna DRT Iters - 13
initial antenna violation count - 52
logic area - 32400 um^2
H-tree levels - 4
fin crit period - 9.65 ns
Reg area - 26000 um^2
height of the die - 452 um
number of cells in Yosys stat - 7411
drt total wl - 401 mm
total power - 12.1 mW
Via Count - 69500
Slew Limit Headroom - -0.991%
synthesis area per yosys - 60700 um^2
CP startpoint kind - input port
CP top delay family - simple AND/OR/NAND/NOR gates
synthesized instance count - 7411
failing checks - max-capacitance violations, max-slew violations
Worst-Skew Late Latency - 0.82 ns
Logic pwr share - 22.7%
Synth Warn # - 3
chip footprint - 204000 um^2
# IOs - 524
cts repair resizes - 0
Worst-Margin Slew - 1.51 ns
Final ANT Viol Nets - 0
DRC - 0
Crit Path Category - input port to register
placed insts - 10100
Synth Seq Share - 42.8%
routed length per placed instance - 38.6 um
power share of the clock group - 32.9%
Top cell excl fill/tap - nand2_1
clock root buffer - clkbuf_16
hold crit path type - register to register
GR Util All Layers - 39.3%
clock buffer depth - 3
crit-path most repeated cell - buf_4
core area - 200000 um^2
PortBufs - 435
Worst Path Buf+Inv - 5
async set-or-reset flop fraction in the synthesized netlist - 0%
Post-Syn Area - 60700 um^2
CTS Buf Count - 139
max_cap viols - 1
Post-synth EDFFs - 69
area grow syn2layout - 22.0%
first-pass GRT wire length - 538 mm
Worst-path clk slew - 0.06 ns
outcome - complete, but fails checks
CTS Sinks - 1262
period utilization - 68.9%
P_int - 7.73 mW
fin util - 36.9%
syn avg cell area - 8.19 um^2
Clock Skews - 0.0484 ns
CTS tree - done
drt via density - 6.68
Log Warnings - 61
Worst Path Max Fanout - 72
dominant register cell - dfxtp_1
P_sw - 4.37 mW
hpwl dp - 263 mm
number of global-route vias before repair - 63700
Crit. End Element - register
Flops after synth - 1262
crit path max-delay cell type - a221oi_1
setup bufs post-CTS - 0
FP Rows - 164
fillers - 20000
# setup viols final - 0
Slew Viols, Final - 2
share of layout cells above drive strength 1 - 10.9%
Top cells excl fill/tap - 1368 x nand2_1, 1193 x dfxtp_1, 978 x o21ai_0, 432 x clkdlybuf4s50_1, 383 x buf_4
Final Instance Count excl. Fillers - 10400
GR Overflow Total - 0
Fin Setup TNS - 0 ns
CTS Hold Bufs - 0
core utilization at floorplan - 30.3%
switch share - 36.1%
worst vdd ir - 0.140 mV
post-synthesis cell type count - 112
-- sequential cells by signal, indices dropped and copies added, names as in the netlist, 4 cells and up --
signal / count
curr_search_addr: 5
subtractor_data_b: 32
dfs_addresses: 25
add_sub_cd: 4
refNodes_data: 5
refNodes_addr: 5
nodeHeads_loop_index: 5
volt_diff: 1024
nodeHeads_data: 64
dfs_index: 5
subtractor_data_a: 32
nodeHeads_addr: 5
reference_set: 32
-- final timing paths --
check | depth (start not counted) | slack [ns] | from | to
max | 19 | 4.35 | go_reset_data | subtractor_data_a[1]$_DFFE_PP_
min | 2 | 0.46 | volt_diff[31][3]$_DFF_P_ | volt_diff[31][3]$_DFF_P_
max reg2reg | 17 | 6.67 | loop_done$_DFF_P_ | subtractor_data_a[1]$_DFFE_PP_
min reg2reg | 2 | 0.46 | volt_diff[31][3]$_DFF_P_ | volt_diff[31][3]$_DFF_P_
-- layer usage --
layer	vias to the layer above	routed length [um]	track usage [%]
li1	28100	-	-
met1	33400	139000	46.7
met2	6191	155000	51.3
met3	1770	66500	23.2
met4	42	39800	29.8
met5	-	1320	4.71
-- kinds of logic (layout without fill, tap and decap cells) --
group	Yosys count	after routing	synth area share, %
compound gates	2669	2669	29.4
xor+xnor	36	36	0.519
flops	1262	1262	42.8
buf+inv	877	1112	6.42
mux	79	79	1.51
other cells	1	97	0.00618
simple gates	2464	2464	18.9
fa+ha+maj	23	23	0.474
-- power groups by stage --
stage	logic [mW]	clock network, mW	registers [mW]
4_1_cts	2.57	3.97	5.34
5_1_grt	2.84	4.11	5.46
6_report	2.74	3.98	5.38
-- worst register-to-register path, stage by stage, from the launching register on --
cell and delay [ns]:
dfxtp_1 0.47, o21bai_2 0.20, buf_4 0.27, nand2_1 0.26, o32a_1 0.44, and2_1 0.32
ha_1 0.31, nor3_2 0.45, o211ai_1 0.35, nor4_4 0.32, buf_4 0.56, nor3_2 0.25
buf_4 0.36, a221oi_1 0.78, nand4_1 0.75, a221oi_1 0.45, nand4_1 0.28, a2bb2oi_1 0.22
-- synth_stat cells, types with 51 or more instances --
master | n | area, um^2
mux2i_1 | 51 | 510
buf_2 | 60 | 300
o21ai_0 | 983 | 4920
nor4_1 | 62 | 388
a22oi_1 | 382 | 2870
clkbuf_1 | 610 | 2290
a31oi_1 | 66 | 413
and3_1 | 54 | 338
o22ai_1 | 193 | 1210
a222oi_1 | 147 | 1470
a22o_1 | 78 | 683
edfxtp_1 | 69 | 2070
a21oi_1 | 234 | 1170
nor3_1 | 85 | 425
nand2_1 | 1372 | 5150
a221oi_1 | 179 | 1570
nor2_1 | 198 | 743
buf_4 | 133 | 998
dfxtp_1 | 1193 | 23900
a211oi_1 | 68 | 510
nand4_1 | 134 | 838
nand3_1 | 272 | 1360
-- area by class of cell --
cell class | instances | area share, %
multi-input combinational | 5336 | 43.8
sequential | 1262 | 35.1
timing repair buffer | 817 | 9.76
clock buffer | 186 | 5.22
tap | 2656 | 4.49
clock inverter | 65 | 1.33
inverter | 44 | 0.226
antenna | 32 | 0.108
-- stage by stage --
step           instance area [um^2]  hold WS, ns  setup WS, ns
2_1_floorplan                 60900        0.421          6.39
3_3_place_gp                  69100        0.437          4.06
3_5_place_dp                  69100        0.445          4.07
4_1_cts                       74000        0.461          4.91
5_1_grt                       74000        0.481          4.42
6_report                      74000        0.457          4.35
Power is estimated from default activity; no workload was simulated.
